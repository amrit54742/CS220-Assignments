==> design.v <==
`timescale 1ns / 1ps
`timescale 1ns / 1ps 
module full_add(a, b, cin, sum, cout);
   input a;
   input b;
   input cin;
   output sum;
   wire sum;
   output cout;
   wire cout;
   assign sum = a^b^cin; 
   assign cout = ((a&b) | (b&cin) | (a&cin));
endmodule
module full_adder_32(a,b,sum,cout);
parameter W=32;
input [W-1:0] a,b;
output [W-1:0] sum;
output cout;
wire [W:0] c_temp;
assign c_temp[0]=1'b0;
genvar i;
generate
for(i=0;i<32;i=i+1)
begin: loop1
full_add add0(a[i],b[i],c_temp[i],sum[i],c_temp[i+1]);
end
endgenerate
assign cout=c_temp[W];
endmodule
==> run.sh <==
#!/bin/bash
# OpenROAD 26Q1-2900-gdf79404cd8, Yosys 0.63+post, stock flow scripts
make -C /OpenROAD-flow-scripts/flow DESIGN_CONFIG=/design/flow/config.mk WORK_HOME=/design/flow/orfs finish
==> config.mk <==
export PLATFORM = sky130hd
export DESIGN_NAME = full_adder_32
export DESIGN_NICKNAME = full_adder_32
export VERILOG_FILES = /design/flow/design.v
export SDC_FILE = /design/flow/constraint.sdc
export NUM_CORES = 4
export LEC_CHECK = 1
export CORE_AREA = 10 10 113 113
export DIE_AREA = 0 0 123 123
==> constraint.sdc <==
current_design full_adder_32

set clk_period 9.2
set clk_io_pct 0.2

create_clock -name clk0 -period $clk_period

set non_clock_inputs [all_inputs -no_clocks]
set_input_delay [expr $clk_period * $clk_io_pct] -clock clk0 $non_clock_inputs
set_output_delay [expr $clk_period * $clk_io_pct] -clock clk0 [all_outputs]
==> results_slide.txt <==
Key Metrics from the Run

Worst setup path
  • Nature of the critical path endpoint: primary output
  • Number of buffer and inverter stages on the critical path: 4
  • Crit-path most repeated cell: sky130_fd_sc_hd__fa_2
  • Arrival time reported for the critical path endpoint: 13.21 ns
  • Nature of the critical path startpoint: input port
  • Kind of cell adding the most delay to the critical path: adder cells
  • Setup CP Type: input port to primary output
  • Library cell contributing the largest single delay on the critical path: sky130_fd_sc_hd__fa_2
  • Slowest cell delay on critical path: 0.42 ns
  • Critical-path maximum fanout: 1
  • Required time of the critical path: roughly 7.4 ns

Status
  • Violated checks: negative setup slack
  • Result of the run: finished with violations

Clock tree
  • Number of buffers added to fix hold violations after cts: 0

GRT
  • Number of antenna violations at the first check in global routing: 0
  • Vias in the first global route: 855
  • Overflow after GRT: 0
  • Maximum number of pins on one net before global-route repair: 2
  • Wire length of the first global-routing pass: about 4600 µm
  • Overall fraction of global-route tracks in use: between 3 and 4%

Synthesis
  • Yosys warning tally: 0
  • Share of Yosys cell area claimed by the top area cell type: between 60% and 70%
  • Gate count of the mapped netlist: around 69
  • Synthesized area divided by synthesized cell count: around 13 µm²
  • Sequential area share after synthesis: 0%
  • Netlist Area Pre-Place: between 800 and 900 µm²
  • Cell count listed in synth_stat.txt: between 60 and 70
  • Count of cell types in the netlist: 4
  • Yosys synthesis chip area: ~890 µm²
  • Largest area contributor in the netlist: sky130_fd_sc_hd__fa_1
  • Most frequent cells after synthesis: sky130_fd_sc_hd__buf_4 (32), sky130_fd_sc_hd__fa_1 (31), sky130_fd_sc_hd__inv_1 (5)
  • Top cells, area: sky130_fd_sc_hd__fa_1 (70%), sky130_fd_sc_hd__buf_4 (27%), sky130_fd_sc_hd__inv_1 (2.1%), sky130_fd_sc_hd__ha_1 (1.4%)
  • Post-synthesis cell type with the largest instance count: sky130_fd_sc_hd__buf_4

Flow run
  • Number of logged tool warnings: 35
  • Max Cap Violations: 0

Route
  • Final antenna diode count: 0
  • Total number of vias: between 700 and 800
  • DRT iter0 DRCs: 2
  • Detail-routed net length per standard cell: approximately 12 µm
  • DRC: 0
  • Tally of nets with antenna violations remaining after routing: 0
  • WL final: between 3000 and 4000 µm
  • Post-DR vias/cell: about 2.7
  • 1st-pass router iterations: 2

Floorplan
  • Chip width: ~120 µm
  • Number of rows created at floorplan: 37
  • Die area: 0.01513 mm²
  • Top-level port count: just under 100
  • Height of the chip: 123 µm
  • Starting utilization of the core area: just under 9%
  • Placeable Area: 0.01032 mm²

Power and ir drop
  • Leakage Power: 0.0006254 µW
  • Sum of internal, switching and leakage power: approximately 110 µW
  • Power density over the cells: 59.56 mW/mm²
  • Maximum ir drop on the vdd rail: slightly below 20 µV

Place
  • Cell Count Post-Placement: ~270
  • Input/output buffers: 97
  • Routability-driven placement congestion ratio: around 0.86
  • Placement Cell Area: 0.001883 mm²
  • Total half-perimeter wirelength after legalization and detailed placement: about 3200 µm

Hold path
  • Type of the most critical hold path: input port to primary output

Layout
  • Fillers: between 1000 and 1500
  • Layout Utilization: approximately 17%
  • Logic area: between 700 and 800 µm²
  • Clock buffer cells: 0
  • Post-route insts no fill: about 270
  • Proportion of layout cells with a drive suffix above 1: between 40% and 50%
  • Flop Count: 0
  • Register area: 0 µm²
  • Layout overhead on the synthesized area: 102.2%
  • Cell area after layout: approximately 0.0018 mm²

Timing
  • Worst Setup Slack, final: -5.849 ns
  • TNS Setup: -57.47 ns
  • Max Fclk: 0.06645 GHz
  • Number of pins with negative max-slew slack in the final report: 0
  • Relative slew slack: just over 90%
  • Count of final setup violators: 18
  • Min Clock Period, post-route: between 15 and 20 ns
  • Tightest Pin Transition: around 0.13 ns
  • Setup repair after global routing missed its margin: yes
  • Final number of hold-violating endpoints: 0
  • Tcrit/Tclk final: 163.6%
-- power by group --
part	total (µW)	switching, µW	internal, µW	leakage [µW]
clock network	0	0	0	0
logic	107	32.3	75.1	0.000625
registers	0	0	0	0
-- placed cells by master, fill, tap and decap left out --
cell                              instances
sky130_fd_sc_hd__clkdlybuf4s50_1         74
sky130_fd_sc_hd__fa_2                    31
sky130_fd_sc_hd__buf_2                   16
sky130_fd_sc_hd__buf_6                    5
sky130_fd_sc_hd__inv_1                    3
sky130_fd_sc_hd__inv_2                    2
sky130_fd_sc_hd__ha_4                     1
sky130_fd_sc_hd__clkdlybuf4s15_1          1
sky130_fd_sc_hd__clkbuf_2                 1
-- repair_timing --
action / 4_1_cts / 5_1_grt
resized: 75 / 5
hold endpoints to repair: 0 / 0
setup buffers: 0 / 0
endpoints found under the setup margin: 20 / 19
-- worst paths after layout --
check	startpoint	to	cells past startpoint
setup / recovery	a[0]	sum[31]	36
hold / removal	b[0]	sum[0]	3
-- through the flow --
| step | hold slack [ns] | setup WS (ns) |
|---|---|---|
| after floorplan | 3.849 | -5.386 |
| after global placement | 4.748 | -6.631 |
| after detailed placement | 4.759 | -6.675 |
| after CTS | 4.329 | -5.905 |
| after global routing | 4.344 | -6.103 |
| final | 4.319 | -5.849 |
-- cells by family after synthesis --
kind of cell,Yosys count,share of synthesized area [%]
adder cells (fa/ha/maj),32,70.97
buffers and inverters,37,29.03
-- worst min-delay path, delay by kind of cell --
kind / cells / cell delay (ns)
buffers and inverters: 2 / 0.53
adder cells (fa/ha/maj): 1 / 0.11
-- layout make-up --
cell class         instances  area share (%)
repair buffers            97           49.45
multi-input cells         32           40.08
well taps                136           9.431
inverters                  5           1.040
-- layer usage --
layer	wire length (µm)	part of all wire (%)	up-vias	GRT usage, %
li1	-	-	301	-
met1	1311	40	319	4.765
met2	1027	31	98	5.154
met3	928	28	0	3.932
met4	0	0	0	0
met5	0	0	-	0
Power figures rest on the tool's default switching activity, not on a simulated workload.
