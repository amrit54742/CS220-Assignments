==> config.mk <==
export PLATFORM = sky130hd
export DESIGN_NAME = veda
export DESIGN_NICKNAME = veda
export VERILOG_FILES = /design/flow/design.v
export SDC_FILE = /design/flow/constraint.sdc
export NUM_CORES = 4
export LEC_CHECK = 1
export CORE_UTILIZATION = 50
==> constraint.sdc <==
current_design veda

set clk_period 74.5
set clk_io_pct 0.2

create_clock -name clk0 -period $clk_period [get_ports {clk}]

set non_clock_inputs [all_inputs -no_clocks]
set_input_delay [expr $clk_period * $clk_io_pct] -clock clk0 $non_clock_inputs
set_output_delay [expr $clk_period * $clk_io_pct] -clock clk0 [all_outputs]
==> design.v <==
module veda (
    clk,reset,writeEnable,address,datain,dataout,mode
);
input clk,reset,writeEnable,mode;
input [31:0] datain;
input [4:0] address;
output reg [31:0] dataout = 0;
reg [31:0] memory[31:0];
integer i;
always @(posedge clk) begin
    if (reset==1) begin
        for(i=0;i<32;i=i+1)
        begin
            memory[i]=0;
        end
    end
    if(writeEnable==1 && mode==0) memory[address]=datain;
    dataout = memory[address];
end
endmodule
==> run.sh <==
#!/bin/bash
# OpenROAD 26Q1-2900-gdf79404cd8, Yosys 0.63+post, stock flow scripts
make -C /OpenROAD-flow-scripts/flow DESIGN_CONFIG=/design/flow/config.mk WORK_HOME=/design/flow/orfs finish
==> out/results.ini <==
[clock_network]
postCtsSetupRepairBufs=0
cts-root-buf=clkbuf_16
post_cts_resize_count=0
cts_buffer_depth=3
clock-sinks=1056
cts_max_level=3
cts_buffers=113
ctsHoldBuffers=0
cts_tree=yes
insertion_delay_ns=0.73
clk_pin_slew_ns=0.06

[setup_path]
cp-end-kind=flip-flop
arrival_ns=19.49
cp_max_fo=133
start_kind=input port
worst_r2r_path_depth=6
crit_type=in2reg
cp.required_ns=75.11

[synthesis]
yosysTopAreaCell=dfxtp_1
ys.flops=1056
ys_seq_share=0.453
syn_avg_cell_area_um2=7.46
ys_async_sr_fraction=0
edf_count=0
yosys_cells=6261
area_leaders=dfxtp_1 45%, nand2_1 15%, o21ai_0 10%
ys_area_um2=46700
yosys_most_used_dff=dfxtp_1
yosys.cell_types.count=90
synth_top_area_share=0.453
syn_area_um2=46700
syn-instance-count=6261
yosys_warnings=2

[final_timing]
finalSetupViolations=0
rsz0062_at_grt=false
final-hold-violation-count=0
period_used_share=0.253
slew_headroom=0.0310
timing.final.max_slew_violations=0
period_minus_slack_ns=18.88
tns_ns=0
max_freq_mhz=53.0
skew_ns=0.0291
tightest_slew_ns=1.42

[global_routing]
grt_overflow_total=0
grt_pass1_vias=43864
grt_max_degree=156
antenna_found_initial=23
grt_use_total=0.544
grt_first_pass_wirelength_mm=344

[routing]
drt-initial-drc-count=6715
wl_mm=251
wl_per_cell_um=33.7
drtPass1Iterations=13
vias_per_cell=6.60
vias=49132
drc=0
postRouteAntennaNets=0

[placed_design]
numPortBuffers=72
dpl.hpwl_mm=154
gp_congestion=1.11

[hold_path]
holdPathStages=2
hold_path_class=reg2reg

[job]
cap_viol_max_count=0
warnings=38

[power]
peakVddDrop_mv=0.0187
p_leak_nw=18.4
p_per_area_nw_per_um2=23.7
p_total_w=0.00126

[floorplanning]
ioPinCount=73
core_um2=92100
die_w_um=308
fp_util=0.507
dieArea_um2=94600
die.size.y_um=308
num_rows=111

[layout]
lay_top_cells=1908 x nand2_1, 1056 x dfxtp_1, 969 x o21ai_0
fillCellCount=8393
drive_above_1_share=0.0983
lay_top_count=nand2_1
area_delta_synth_final_pct=13.3

[status]
status=complete, no violations

-- sequential cells by signal, indices dropped and copies added (netlist names) --
register	flops
memory	1024
dataout	32
-- cells by family after synthesis --
| group | count (synthesis) | synth area share |
|---|---|---|
| buf+inv | 659 | 0.0555 |
| xor+xnor | 3 | 0.000563 |
| simple gates | 2657 | 0.242 |
| flops | 1056 | 0.453 |
| mux | 59 | 0.0135 |
| compound gates | 1827 | 0.236 |
-- layout make-up --
| type | instances | area [µm²] | area share |
|---|---|---|---|
| Multi-Input combinational cell | 4546 | 23400 | 0.443 |
| Sequential cell | 1056 | 21100 | 0.399 |
| Clock buffer | 172 | 3420 | 0.0646 |
| Timing Repair Buffer | 342 | 2750 | 0.0520 |
| Tap cell | 1243 | 1560 | 0.0294 |
| Clock inverter | 38 | 483 | 0.00912 |
| Inverter | 30 | 120 | 0.00227 |
| Antenna cell | 13 | 32.5 | 0.000615 |
-- report_power, final --
part           internal, W  switching [W]
Sequential        0.000570     0.00000402
Combinational    0.0000180      0.0000682
Clock             0.000347       0.000248
Total             0.000935       0.000320
-- worst max-delay path, cell delays in order --
cell and delay, ns:
buf_2 0.40, inv_8 0.33, buf_4 0.47, buf_4 0.46, buf_4 0.41, buf_12 0.28
nand3_1 0.15, a21oi_1 0.07, a2111oi_0 1.22, nand4_1 0.30, o32a_1 0.37
-- per-layer routing --
| metal | wire length (µm) | track usage | vias to the layer above |
|---|---|---|---|
| met3 | 42700 | 0.313 | 1102 |
| li1 | - | - | 21354 |
| met1 | 91600 | 0.718 | 22900 |
| met4 | 19700 | 0.323 | 32 |
| met5 | 552 | 0.0351 | - |
| met2 | 96100 | 0.691 | 3744 |
-- stage by stage --
stage	utilization	instances	hold slack, ns	setup WS [ns]	area [µm²]
global route	0.575	7429	0.479	55.57	52900
finish	0.575	7440	0.455	55.62	52900
floorplan	-	6261	0.418	57.15	46700
global placement	0.532	7217	0.435	55.05	49000
CTS	0.575	7427	0.454	55.78	52900
detailed placement	0.532	7217	0.440	55.04	49000
-- synthesized netlist by cell type (32+ instances only) --
library cell and n:
nor4_1 38, buf_1 59, a21oi_1 231, mux2_2 33
a2111oi_0 36, nor3_1 52, nand2b_1 32, buf_2 69
a22oi_1 204, a31oi_1 35, clkbuf_1 493, nand2_1 1910
nand3_1 291, nor2_1 149, a211oi_1 32, nor2b_1 35
dfxtp_1 1056, o21ai_0 969, a22o_1 56
-- path summary, 6_finish.rpt --
kind	startpoint	end	slack, ns
worst min-delay path	memory[30][15]	memory[30][15]	0.46
worst max register to register	memory[21][2]	dataout[2]	71.98
worst min register to register	memory[30][15]	memory[30][15]	0.46
worst max-delay path	reset	dataout[26]	55.62
