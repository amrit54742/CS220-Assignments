===== design/flow/design.v =====
`timescale 1ns / 1ps
`timescale 1ns / 1ps 
module full_sub(borrow,diff,a,b,c);
 output borrow,diff;
 wire borrow, diff;
 input a,b,c;
assign diff= ((~a & ~b & c) | (~a & b & ~c) | (a & ~b & ~c) | (a & b & c));
assign borrow= ((~a & c) | (~a & b) | (b & c));
endmodule
module full_sub_32(a,b,diff, borout);
parameter W=32;
input [W-1:0] a,b;
output [W-1:0] diff;
output borout;
wire [W:0] borrow_temp;
assign borrow_temp[0]= 1'b0;
genvar i;
generate
for(i=0;i<32;i=i+1)
begin: loop1
full_sub sub0(borrow_temp[i+1], diff[i], a[i], b[i], borrow_temp[i]);
end
    endgenerate
    assign borout=borrow_temp[W];
    endmodule

===== design/flow/run.sh =====
#!/bin/bash
# OpenROAD 26Q1-2900-gdf79404cd8, Yosys 0.63+post, stock flow scripts
make -C /OpenROAD-flow-scripts/flow DESIGN_CONFIG=/design/flow/config.mk WORK_HOME=/design/flow/orfs finish

===== design/flow/config.mk =====
export PLATFORM = sky130hd
export DESIGN_NAME = full_sub_32
export DESIGN_NICKNAME = full_sub_32
export VERILOG_FILES = /design/flow/design.v
export SDC_FILE = /design/flow/constraint.sdc
export NUM_CORES = 4
export LEC_CHECK = 1
export CORE_AREA = 10 10 103 103
export DIE_AREA = 0 0 113 113

===== design/flow/constraint.sdc =====
current_design full_sub_32

set clk_period 15.5
set clk_io_pct 0.2

create_clock -name clk0 -period $clk_period

set non_clock_inputs [all_inputs -no_clocks]
set_input_delay [expr $clk_period * $clk_io_pct] -clock clk0 $non_clock_inputs
set_output_delay [expr $clk_period * $clk_io_pct] -clock clk0 [all_outputs]

==> impl_metrics.ini <==
; physical design summary
[status]
status = finished, violations left
failed_checks = negative setup slack

[flow_run]
warning_count = 35
cap_violations = 0

[synthesis]
yosys_area_sq_mm = 0.001117
top_area_cell = fa_1
post-synth-top-area-fraction_pct = 55.54
ys_seq_share_pct = 0
ys_warn_count = 0
syn_inst = 129
netlist_area_sq_mm = 0.001117
syn_avg_cell_area_sq_um = 8.661
synth_cell_types = 4
ys_cells = 129
area_leaders = fa_1 (56%), inv_1 (22%), buf_4 (22%)

[pwr]
ir_drop_mv = 0.01020
p_int_mw = 0.05157
pwr-share-seq_pct = 0
p_sw_share_pct = 30.88
clkPwrFrac_pct = 0
total_power_mw = 0.07461
combPwrFrac_pct = 100.0
power_switching_mw = 0.02304
power_density_mw_per_mm2 = 36.43
p_leak_nw = 0.9409

[worst_hold_path]
hold-path-endpoint = diff[0]
min_path_cells = 4
hold_path_startpoint = b[0]
hp-class = in -> out

[floorplanning]
die_width_microns = 113
io_pins = 97
die_h_microns = 113
fp_util_pct = 13.46
std_cell_rows = 33
core_area_sq_mm = 0.008299
die_area_sq_mm = 0.01277

[final_timing]
tightest_slew_ns = 0.1198
slew_headroom_pct = 91.99
rsz0062_at_grt = true
final-setup-viol-count = 7
slew_violations = 0
fin_crit_sh_pct = 112.9
min_period_ns = 17.50
timing.final.ws_setup_ns = -2.000
fmax_mhz = 57.14
finalHoldViolCount = 0

[place]
dp_hpwl_microns = 3187
gp_congestion = 0.7930
place_area_sq_mm = 0.002079
place_ws_ns = -2.907
portBuffers = 97

[clock_network]
ctsHoldBuffers = 0
post_cts_buffers = 0

[worst_setup_path]
start_kind = input port
endpoint_kind = primary output
critPathMaxFanout = 1
crit_path_frequent_cell = fa_2
slowest_delay_ns = 0.41
critPathKind = in -> out
crit_slowest_cell = fa_2
arrival_ns = 14.40
cp.required_ns = 12.40

[drt]
viasPerCell = 3.010
diodes = 0
ant_nets = 0
drtPass1Iterations = 2
num_vias = 900
drcViolationCount = 0
drtIter0Drc = 16
finalWirelength_microns = 3191
wire_per_inst_microns = 10.67

[cells_and_area]
flops = 0
final_cell_mix = clkdlybuf4s50_1 (84), inv_1 (58), fa_2 (31)
clkbuf_count = 0
register_area_sq_um = 0
synthToLayoutAreaGrowth_pct = 83.31
final_common_cell = clkdlybuf4s50_1
drive_gt1_share_pct = 25.77
final_area_sq_mm = 0.002048
fillers = 889

[grt]
antenna_found_initial = 0
grt_max_degree = 2
grt_pass1_wl_microns = 5071
gr-total-overflow = 0
grt_pass1_vias = 1004
grt_use_total_pct = 4.749
==> power by group through the flow <==
stage	logic [mW]	registers, mW	clock network (mW)
final	0.0746	0	0
after global routing	0.0867	0	0
after CTS	0.0753	0	0
==> final cells by class <==
cell class / count / area [sq um] / area share (%)
Timing Repair Buffer: 97 / 937.1 / 45.75
Tap cell: 105 / 131.4 / 6.414
Multi-Input combinational cell: 32 / 723.2 / 35.31
Inverter: 65 / 256.5 / 12.52
==> routing by layer <==
layer,routed length (microns),GRT usage (%),up-vias
met4,0,0,0
met2,1030,6.336,90
met5,0,0,-
li1,-,-,421
met3,579,2.991,0
met1,1581,6.759,389
==> metrics by stage <==
stage / TNS, ns / util [%] / hold slack [ns] / instances
6_report: -8.933 / 24.68 / 6.836 / 299
5_1_grt: -11.00 / 24.68 / 6.871 / 299
4_1_cts: -9.402 / 24.59 / 6.846 / 299
3_5_place_dp: -16.98 / 25.06 / 7.260 / 299
3_3_place_gp: -16.80 / 25.06 / 7.258 / 299
2_1_floorplan: -6.160 / - / 6.360 / 129
==> kinds of logic (layout without fill, tap and decap cells) <==
family	count (synthesis)	count (layout)	synth area share, %
buffers and inverters	97	162	43.34
adders and majority gates	32	32	56.66
==> Yosys cell counts <==
cell,count
buf_4,32
fa_1,31
ha_1,1
inv_1,65
==> worst max-delay path by stage <==
stage | slack (ns) | from | end | cells past startpoint
final | -2.00 | a[0] | diff[31] | 36
after global routing | -2.29 | a[0] | diff[31] | 36
after CTS | -2.07 | a[0] | diff[31] | 36
==> what timing repair did <==
action / in CTS / in global routing
endpoints found under the hold margin: 0 / 0
resized: 43 / 7
endpoints found under the setup margin: 10 / 8
==> worst max-delay path, delay by kind of cell <==
kind                       cells  cell delay [ns]
buffers and inverters          4             0.31
adders and majority gates     32            10.99
No activity file was given, so power comes from the tool's default toggle rates.
